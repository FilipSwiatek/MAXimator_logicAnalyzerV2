File: /design/flow/config.mk
export PLATFORM = sky130hd
export DESIGN_NAME = prescaler
export DESIGN_NICKNAME = prescaler
export VERILOG_FILES = /design/flow/design.v
export SDC_FILE = /design/flow/constraint.sdc
export NUM_CORES = 4
export LEC_CHECK = 1
export CORE_UTILIZATION = 30
File: /design/flow/constraint.sdc
current_design prescaler

set clk_period 8.0
set clk_io_pct 0.2

create_clock -name clk0 -period $clk_period [get_ports {clk}]

set non_clock_inputs [all_inputs -no_clocks]
set_input_delay [expr $clk_period * $clk_io_pct] -clock clk0 $non_clock_inputs
set_output_delay [expr $clk_period * $clk_io_pct] -clock clk0 [all_outputs]
File: /design/flow/run.sh
#!/bin/bash
# OpenROAD 26Q1-2900-gdf79404cd8, Yosys 0.63+post, stock flow scripts
make -C /OpenROAD-flow-scripts/flow DESIGN_CONFIG=/design/flow/config.mk WORK_HOME=/design/flow/orfs finish
File: /design/flow/design.v
module prescaler
#(
	parameter settable = 1,  
	parameter unsigned [28:0] PRESCALING_FACTOR = 1  
)
(
	input rst,
	input clk,
	input unsigned [28:0] FACTOR,
	output reg ce
);
	reg unsigned[28:0] counter;
	reg unsigned [28:0] final_factor; 
	initial 
	begin
		ce = 0;
		counter = 0;	
	end
	always@(negedge clk)
	begin
		if(settable == 1) begin
			final_factor <= FACTOR;
		end	
		else begin
			final_factor <= PRESCALING_FACTOR;
		end
		if(rst == 1) begin
			counter <= 0;
		end
		else begin
			if(counter < final_factor-1) begin
				counter++;
				ce <= 0;
			end
			else begin
				ce <= 1;
				counter <= 0;
			end
		end
	end
endmodule
==> run notes <==
The flow completed. The report lists the cells along the critical path as clkdlybuf4s50_1. Per the timing report, the most critical flop-to-flop path originates at final_factor[5]. Initial detailed-routing violation count landed at 95. Total power landed at 0.0008224 W. Wire length of the first global-routing pass landed at 10.24 mm. Number of placed I/O pins landed at 32. Counting flops with a built-in enable in the synthesized netlist gives 1. Total buffers and inverters traversed by the critical path landed at 1. Number of distinct standard cells referenced by the synthesized netlist landed at 35.

Counting flops and latches in the post-synthesis netlist gives 59. In the layout the commonest cells are 69 x inv_1, 58 x dfxtp_1, 54 x nor2_1. According to the Yosys statistics, the synthesized design has a chip area of 0.002969 mm^2. TritonCTS built the clock tree. Clock tree synthesis found a total of 59 sinks. Per the CTS log, the buffer count on the longest clock path is 2. Total wire length landed at 5.869 mm. STA lists the startpoint of the worst hold path as counter[0]. Of the cells placed in the final design, the portion with a size suffix greater than 1 is 4.941%. The via count of the first global-routing pass is 2465. Clock tree skew after final layout landed at 0.02001 ns. Global routing used 12.86% of the available tracks.

The initial antenna violation count is 0. Average instance area after synthesis landed at 9.164 um^2. Longest individual stage delay on the worst path landed at 0.48 ns. The overall die size recorded for this design is 0.01030 mm^2.

Buffers added to address setup during post-CTS repair amount to 0. Entering global routing, the biggest net connects 30 pins. The final report gives the core utilization as 41.06%. Data arrival time of the critical path landed at 5.19 ns. STA classifies the critical path startpoint as a flop. The tightest hold path in the finished design has a slack of 0.4713 ns. The number of gates resized after CTS was 0. Sequential elements use 40.12% of the synthesized area. The routed layout has 2454 vias.

Warning count from the yosys run landed at 1. The tool flagged a number of max-cap violations equal to 0. Post-detailed-placement half-perimeter wirelength landed at 4.144 mm. Relative max-transition margin landed at 45.46%.

Per the post-route antenna check, the number of violating nets is 0. Final count of negative-setup-slack endpoints landed at 0. The flow ran to the end, and the final reports show no timing, DRC or antenna violations.

Total inserted antenna cells landed at 0. Counting only logic cells after layout, the most numerous master is inv_1. The slowest stage of the critical path is the clkdlybuf4s50_1 cell. Number of levels the H-tree was split into landed at 3. Post-synthesis instance area landed at 0.002969 mm^2. Aggregate global routing overflow landed at 0. Checking hold timing, the worst path is listed with class reg2reg. Final weighted congestion in routability-driven placement landed at 0.7650. Yosys stat cell total landed at 324. Setup repair after global routing left no endpoint under its margin. The total area inside the core boundary comes to 0.009415 mm^2.

Synthesized netlist cell count landed at 324. Vertical die dimension landed at 101.5 um. TritonCTS created 9 clock buffers.

Layout overhead on the synthesized area landed at 30.21%. Count of endpoints failing hold in the final timing report landed at 0. Number of OpenROAD warnings landed at 84. The critical path in this run is classified as reg2out. For this run, asynchronously set or reset flops after synthesis account for 0%. Largest voltage drop on the vdd net landed at 0.1041 mV. Clock insertion delay at the later pin of the skew report landed at 0.39 ns. Clock transition at the registers of the reported paths landed at 0.03 ns.

The data required time reported for the critical path is 6.40 ns. Broken down by cell family, the worst path's largest delay share belongs to buffers and inverters. The first TritonRoute pass finished after 4 iterations. Max-slew check failures listed in the final report amount to 0. Of all nets on the critical path, the largest fanout is 1. Looking at the clock tree report, the root buffer type is clkbuf_8. The DRC violation total left in the routed layout is recorded as 0.

OpenSTA lists the critical path startpoint as ce. The report lists the number of standard-cell rows as 35. Number of buffers inserted by hold repair at cts landed at 0. Slew at the pin closest to its max-slew limit landed at 0.8106 ns. From left edge to right edge, the die measures 101.5 um. STA classifies the critical path endpoint as an output pin. Number of fill cells in the layout landed at 897.

Mean routed wirelength per cell landed at 10.59 um. The final layout reports a setup TNS of 0 ns. Per the summary, power density relative to cell area is 212.7 mW/mm^2. The analysis attributes to cell leakage a power of 1.686 nW. The commonest register cell is dfxtp_1. The share of the core area taken by cells at floorplan is 31.53%.

Quantity of I/O buffers inserted on ports landed at 31. Using the TritonRoute via totals, the vias-per-cell ratio works out to 4.430.
-- worst paths after layout --
kind                                    end  cells after the start  slack [ns]
worst max-delay path                     ce                      1        1.21
worst min-delay path             counter[0]                      1        0.47
worst max register to register  counter[25]                     13        4.20
worst min register to register   counter[0]                      1        0.47
-- per-layer routing --
metal	share of wire, %	wire length, um	GRT usage (%)	vias to the layer above
met3	4.5	267	6.513	13
met5	0	0	0	-
met4	1.7	99	4.905	0
met2	46	2688	18.73	40
li1	-	-	-	1311
met1	48	2814	16.48	1090
-- Yosys cell counts, types with 5 or more instances --
library cell   n  area [um^2]
nor2_1        54        202.7
xnor2_1       36        315.3
o21ai_0        6        30.03
nor3_1        13        65.06
or3_1          5        31.28
ha_1          30        375.4
dfxtp_1       58         1161
a21oi_1       11        55.05
xor2_1        18        157.7
nand2_1       21        78.83
nand3_1       17        85.08
inv_1          9        33.78
nor4_1         5        31.28
nand4_1        9        56.30
-- registers in the layout, indices dropped and copies added (netlist names) --
register	flops
ce	1
counter	29
final_factor	29
-- power by group --
group          internal, W   total, W  switching, W  leakage [nW]
combinational    0.0000362  0.0000619     0.0000256         0.764
sequential        0.000314   0.000333     0.0000192         0.490
clock             0.000241   0.000427      0.000186         0.432
total             0.000592   0.000822      0.000231          1.69
-- kinds of logic after synthesis --
kind of cell | count (synthesis) | share of synthesized area [%]
simple gates | 142 | 23.73
flops | 59 | 40.12
xor+xnor | 54 | 15.93
fa+ha+maj | 30 | 12.64
compound gates | 25 | 5.310
buf+inv | 14 | 2.275
-- final cells by class --
class / count / area (um^2) / area share (%)
multi-input combinational: 251 / 1710 / 44.24
clock inverter: 65 / 324.1 / 8.382
clock buffer: 9 / 123.9 / 3.204
inverter: 8 / 30.03 / 0.7767
timing repair buffer: 33 / 325.3 / 8.414
sequential: 59 / 1191 / 30.81
tap: 129 / 161.4 / 4.175
-- through the flow --
stage | cells | cell area [um^2] | setup WS, ns
4_1_cts | 554 | 3866 | 1.192
5_1_grt | 554 | 3866 | 1.159
3_3_place_gp | 481 | 3422 | 0.9937
6_report | 554 | 3866 | 1.213
2_1_floorplan | 324 | 2969 | 1.553
3_5_place_dp | 481 | 3422 | 0.9701
Power and IR drop assume default switching activity.
